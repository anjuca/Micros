==> ./design.v <==
module avr109 (
	       input rst,
	       input clk,
	       input rxd,
	       output txd,
	       output intercept_mode,
	       output prog_mode,
	       output[15:0] prog_addr,
	       output[15:0] prog_data,
	       input[15:0] prog_data_in,
	       output prog_low,
	       output prog_high,
	       output[7:0] debug
	       );
   parameter CLK_FREQUENCY = 1560000;
   parameter BAUD_RATE = 9600;
   parameter VERSION_HIGH = "1";
   parameter VERSION_LOW = "0";
   reg 	     tx_avail_d, tx_avail_q;
   reg [7:0] tx_data_d, tx_data_q;
   reg [4:0] state_d, state_q;
   reg [7:0] cnt_d, cnt_q;
   reg [15:0] addr_d, addr_q;
   reg 	      prog_strobe;
   reg        prog_mode_d, prog_mode_q;
   wire       tx_ready;
   wire       rx_avail;
   wire [7:0] rx_data;
   wire       rx_enabled;
   wire       send_ok;
   assign     prog_addr = {1'b0,addr_q[15:1]};
   assign     prog_data = {rx_data,rx_data};
   assign     prog_mode = prog_mode_q;
   assign     prog_low = prog_strobe & ~addr_q[0];
   assign     prog_high = prog_strobe & addr_q[0];
   assign     send_ok = tx_ready & ~tx_avail_q;
   assign debug = {intercept_mode, rxd, txd, state_q};
   localparam STATE_INACTIVE    = 0;
   localparam STATE_ATTACHING   = 1;
   localparam STATE_IDLE        = 2;
   localparam STATE_BAD_COMMAND = 3;
   localparam STATE_GET_V_HIGH  = 4;
   localparam STATE_GET_V_LOW   = 5;
   localparam STATE_SEND_Y      = 6;
   localparam STATE_GET_BS_Y    = 7;
   localparam STATE_GET_BS_HI   = 8;
   localparam STATE_GET_BS_LO   = 9;
   localparam STATE_SEND_00     = 10;
   localparam STATE_IGNORE_DATA = 11;
   localparam STATE_ACK_CMD     = 12;
   localparam STATE_SET_ADDR_HI = 13;
   localparam STATE_SET_ADDR_LO = 14;
   localparam STATE_SET_CNT_HI  = 16;
   localparam STATE_SET_CNT_LO  = 17;
   localparam STATE_CHECK_FLASH = 18;
   localparam STATE_PROG_GET    = 19;
   localparam STATE_PROG_PUT    = 20;
   localparam STATE_EXIT1       = 21;
   localparam STATE_EXIT2       = 22;
   localparam STATE_SET_CNT_HI2  = 24;
   localparam STATE_SET_CNT_LO2  = 25;
   localparam STATE_CHECK_FLASH2 = 26;
   localparam STATE_READ_GET    = 27;
   localparam STATE_READ_PUT    = 28;
	assign     intercept_mode = (state_q >= STATE_IDLE);
   avr109tx #(.CLK_FREQUENCY(CLK_FREQUENCY), .BAUD_RATE(BAUD_RATE))
            avr109tx_inst(.rst(rst), .clk(clk),
			  .tx_data(tx_data_q), .tx_avail(tx_avail_q),
			  .txd(txd), .tx_ready(tx_ready));
   avr109rx #(.CLK_FREQUENCY(CLK_FREQUENCY), .BAUD_RATE(BAUD_RATE))
            avr109rx_inst(.rst(rst), .clk(clk),
			  .rx_data(rx_data), .rx_avail(rx_avail),
			  .rxd(rxd), .rx_enabled(rx_enabled));
   assign rx_enabled = 1'b1;
   always @(*) begin
      tx_avail_d = 0;
      tx_data_d = 8'h00;
      state_d = state_q;
      cnt_d = cnt_q;
      addr_d = addr_q;
      prog_strobe = 1'b0;
      prog_mode_d = prog_mode_q;
      case (state_q)
	STATE_INACTIVE: begin
	   cnt_d = 0;
	   prog_mode_d = 0;
	   if (rx_avail & (rx_data == 8'h1b))
	     state_d = STATE_ATTACHING;
	end
	STATE_ATTACHING: begin
	   if (rx_avail) begin
	      if (rx_data != ((cnt_q&1)? 8'h1b : 8'haa))
		state_d = STATE_INACTIVE;
	      else begin
		 cnt_d[2:0] = cnt_q[2:0] + 1;
		 if (cnt_q[2:0] == 5)
		   state_d = STATE_IDLE;
	      end
	   end
	end
	STATE_IDLE: begin
	   if (rx_avail) begin
	      case (rx_data)
		8'h0a, 8'h1b: ;
		8'h41: state_d = STATE_SET_ADDR_HI;
		8'h42: state_d = STATE_SET_CNT_HI;
		8'h45: state_d = STATE_EXIT1;
		8'h4c: begin
		   prog_mode_d = 1'b0;
		   state_d = STATE_ACK_CMD;
		end
		8'h50: begin
		   prog_mode_d = 1'b1;
		   state_d = STATE_ACK_CMD;
		end
		8'h54: state_d = STATE_IGNORE_DATA;
		8'h56: state_d = STATE_GET_V_HIGH;
		8'h61: state_d = STATE_SEND_Y;
		8'h62: state_d = STATE_GET_BS_Y;
		8'h67: state_d = STATE_SET_CNT_HI2;
		8'h74: state_d = STATE_SEND_00;
		default: state_d = STATE_BAD_COMMAND;
	      endcase  
	   end
	end
	STATE_BAD_COMMAND: begin
	   if (send_ok) begin
	      tx_data_d = 8'h3f;
	      tx_avail_d = 1'b1;
	      state_d = STATE_IDLE;
	   end
	end
	STATE_GET_V_HIGH: begin
	   if (send_ok) begin
	      tx_data_d = VERSION_HIGH;
	      tx_avail_d = 1'b1;
	      state_d = STATE_GET_V_LOW;
	   end
	end
	STATE_GET_V_LOW: begin
	   if (send_ok) begin
	      tx_data_d = VERSION_LOW;
	      tx_avail_d = 1'b1;
	      state_d = STATE_IDLE;
	   end
	end
	STATE_SEND_Y: begin
	   if (send_ok) begin
	      tx_data_d = 8'h59;
	      tx_avail_d = 1'b1;
	      state_d = STATE_IDLE;
	   end
	end
	STATE_GET_BS_Y: begin
	   if (send_ok) begin
	      tx_data_d = 8'h59;
	      tx_avail_d = 1'b1;
	      state_d = STATE_GET_BS_HI;
	   end
	end
	STATE_GET_BS_HI: begin
	   if (send_ok) begin
	      tx_data_d = 8'h00;
	      tx_avail_d = 1'b1;
	      state_d = STATE_GET_BS_LO;
	   end
	end
	STATE_GET_BS_LO: begin
	   if (send_ok) begin
	      tx_data_d = 8'hff;
	      tx_avail_d = 1'b1;
	      state_d = STATE_IDLE;
	   end
	end
	STATE_SEND_00: begin
	   if (send_ok) begin
	      tx_data_d = 8'h00;
	      tx_avail_d = 1'b1;
	      state_d = STATE_IDLE;
	   end
	end
	STATE_IGNORE_DATA: begin
	   if (rx_avail)
	     state_d = STATE_ACK_CMD;
	end
	STATE_ACK_CMD: begin
	   if (send_ok) begin
	      tx_data_d = 8'h0d;
	      tx_avail_d = 1'b1;
	      state_d = STATE_IDLE;
	   end
	end
	STATE_SET_ADDR_HI: begin
	   if (rx_avail) begin
	      addr_d[15:8] = rx_data;
	      state_d = STATE_SET_ADDR_LO;
	   end
	end
	STATE_SET_ADDR_LO: begin
	   if (rx_avail) begin
	      addr_d[7:0] = rx_data;
	      state_d = STATE_ACK_CMD;
	   end
	end
	STATE_SET_CNT_HI: begin
	   if (rx_avail) begin
	      if (rx_data == 0)
		state_d = STATE_SET_CNT_LO;
	      else
		state_d = STATE_BAD_COMMAND;
	   end
	end
	STATE_SET_CNT_LO: begin
	   if (rx_avail) begin
	      cnt_d = rx_data;
	      state_d = STATE_CHECK_FLASH;
	   end
	end
	STATE_CHECK_FLASH: begin
	   if (rx_avail) begin
	      if (rx_data == 8'h46)
		state_d = (cnt_q == 0? STATE_ACK_CMD : STATE_PROG_GET);
	      else
		state_d = STATE_BAD_COMMAND;
	   end
	end
	STATE_PROG_GET: begin
	   if (rx_avail) begin
	      cnt_d = cnt_q - 1;
	      state_d = STATE_PROG_PUT;
	      prog_strobe = 1'b1;
	   end
	end
	STATE_PROG_PUT: begin
	   addr_d = addr_q + 1;
	   state_d = (cnt_q == 0? STATE_ACK_CMD : STATE_PROG_GET);
	end
	STATE_SET_CNT_HI2: begin
	   if (rx_avail) begin
	      if (rx_data == 0)
		state_d = STATE_SET_CNT_LO2;
	      else
		state_d = STATE_BAD_COMMAND;
	   end
	end
	STATE_SET_CNT_LO2: begin
	   if (rx_avail) begin
	      cnt_d = rx_data;
	      state_d = STATE_CHECK_FLASH2;
	   end
	end
	STATE_CHECK_FLASH2: begin
	   if (rx_avail) begin
	      if (rx_data == 8'h46)
		state_d = (cnt_q == 0? STATE_IDLE : STATE_READ_GET);
	      else
		state_d = STATE_BAD_COMMAND;
	   end
	end
	STATE_READ_GET: begin
	   tx_data_d = (addr_q[0]? prog_data_in[15:8]:prog_data_in[7:0]);
	   if (send_ok) begin
	      tx_avail_d = 1'b1;
	      cnt_d = cnt_q - 1;
	      state_d = STATE_READ_PUT;
	   end
	end
	STATE_READ_PUT: begin
	   addr_d = addr_q + 1;
	   state_d = (cnt_q == 0? STATE_IDLE : STATE_READ_GET);
	end
	STATE_EXIT1: begin
	   if (send_ok) begin
	      tx_data_d = 8'h0d;
	      tx_avail_d = 1'b1;
	      state_d = STATE_EXIT2;
	   end
	end
	STATE_EXIT2: begin
	   if (send_ok)
	     state_d = STATE_INACTIVE;
	end
      endcase  
   end
   always @(posedge clk) begin
      if (rst) begin
	 tx_avail_q <= 1'b0;
	 tx_data_q <= 8'h00;
	 state_q <= STATE_INACTIVE;
	 cnt_q <= 0;
	 addr_q <= 0;
	 prog_mode_q <= 1'b0;
      end else begin
	 tx_avail_q <= tx_avail_d;
	 tx_data_q <= tx_data_d;
	 state_q <= state_d;
	 cnt_q <= cnt_d;
	 addr_q <= addr_d;
	 prog_mode_q <= prog_mode_d;
      end
   end
endmodule  
module avr109rx (
		 input rst,
		 input clk,
		 output[7:0] rx_data,
		 output rx_avail,
		 input rxd,
		 input rx_enabled
		 );
   parameter CLK_FREQUENCY = 1000000;
   parameter BAUD_RATE = 19200;
   function integer log2;
      input integer value;
      begin
         value = value-1;
         for (log2=0; value>0; log2=log2+1)
           value = value>>1;
      end
   endfunction
   localparam BAUDDIV = (CLK_FREQUENCY / BAUD_RATE);
   localparam LOG2_BAUDDIV = log2(BAUDDIV);
   reg [7:0] rxshift_d, rxshift_q;
   reg 	     rx_active_d, rx_active_q;
   reg 	     rx_done_d, rx_done_q;
   reg [3:0] rxcnt_d,   rxcnt_q;
   reg [LOG2_BAUDDIV-1:0] rxbaud_d, rxbaud_q;
   assign rx_data = rxshift_q;
   assign rx_avail = rx_done_q;
   always @(*) begin
      rx_active_d = rx_active_q;
      rx_done_d = 1'b0;
      if (rx_active_q) begin
	 rxshift_d = rxshift_q;
	 rxcnt_d = rxcnt_q;
	 if (rxbaud_q == BAUDDIV-1) begin
	    if (rxcnt_q == 9) begin
	       if (rxd) begin
		  rx_active_d = 1'b0;
		  rx_done_d = 1'b1;
	       end
	    end else begin
	       rxshift_d = {rxd, rxshift_q[7:1]};
	       rxcnt_d = rxcnt_q + 1;
	    end
	    rxbaud_d = 0;
	 end else begin
	    rxbaud_d = rxbaud_q + 1;
	 end
      end else begin
	 rxshift_d = {8{1'b0}};
	 rxcnt_d = 0;
	 rxbaud_d = BAUDDIV/2;
	 if (~rxd) begin
	    rx_active_d = 1'b1;
	 end
      end
   end
   always @(posedge clk) begin
      if (rst | ~rx_enabled) begin
	 rxshift_q <= {8{1'b0}};
	 rx_active_q <= 1'b0;
	 rx_done_q <= 1'b0;
	 rxcnt_q <= 0;
	 rxbaud_q <= 0;
      end else begin
	 rxshift_q <= rxshift_d;
	 rx_active_q <= rx_active_d;
	 rx_done_q <= rx_done_d;
	 rxcnt_q <= rxcnt_d;
	 rxbaud_q <= rxbaud_d;
      end
   end
endmodule  
module avr109tx (
		 input rst,
		 input clk,
		 input[7:0] tx_data,
		 input tx_avail,
		 output txd,
		 output tx_ready
		 );
   parameter CLK_FREQUENCY = 1000000;
   parameter BAUD_RATE = 19200;
   function integer log2;
      input integer value;
      begin
         value = value-1;
         for (log2=0; value>0; log2=log2+1)
           value = value>>1;
      end
   endfunction
   localparam BAUDDIV = (CLK_FREQUENCY / BAUD_RATE);
   localparam LOG2_BAUDDIV = log2(BAUDDIV);
   reg [8:0] 		txshift_d, txshift_q;
   reg [3:0] 	   txcnt_d, txcnt_q;
   reg		   tx_active_d, tx_active_q;
   reg [LOG2_BAUDDIV-1:0] txbaud_d, txbaud_q;
   assign txd = txshift_q[0];
   assign tx_ready = ~tx_active_q;
   always @(*) begin
      txshift_d = txshift_q;
      txcnt_d = txcnt_q;
      tx_active_d = tx_active_q;
      txbaud_d = txbaud_q;
      if (tx_active_q) begin
	 if (txbaud_q == BAUDDIV-1) begin
	    txshift_d = {1'b1, txshift_q[8:1]};
	    if (txcnt_q == 9)
	       tx_active_d = 0;
	    txcnt_d = txcnt_q + 1;
	    txbaud_d = 0;
	 end else begin
	    txbaud_d = txbaud_q + 1;
	 end
      end else if (tx_avail) begin
	 txshift_d = {tx_data, 1'b0};
	 txcnt_d = 0;
	 txbaud_d = 0;
	 tx_active_d = 1;
      end
   end
   always @(posedge clk) begin
      if (rst) begin
	 txshift_q <= 9'b111111111;
	 txcnt_q <= 4'b0;
	 tx_active_q <= 1'b0;
	 txbaud_q <= {LOG2_BAUDDIV{1'b0}};
      end else begin
	 txshift_q <= txshift_d;
	 txcnt_q <= txcnt_d;
	 tx_active_q <= tx_active_d;
	 txbaud_q <= txbaud_d;
      end
   end
endmodule  
==> ./run.sh <==
#!/bin/bash
# OpenROAD 26Q1-2900-gdf79404cd8, Yosys 0.63+post, stock flow scripts
make -C /OpenROAD-flow-scripts/flow DESIGN_CONFIG=/design/flow/config.mk WORK_HOME=/design/flow/orfs finish
==> ./config.mk <==
export PLATFORM = sky130hd
export DESIGN_NAME = avr109
export DESIGN_NICKNAME = avr109
export VERILOG_FILES = /design/flow/design.v
export SDC_FILE = /design/flow/constraint.sdc
export NUM_CORES = 4
export LEC_CHECK = 1
export CORE_UTILIZATION = 50
==> ./constraint.sdc <==
current_design avr109

set clk_period 6.7
set clk_io_pct 0.2

create_clock -name clk0 -period $clk_period [get_ports {clk}]

set non_clock_inputs [all_inputs -no_clocks]
set_input_delay [expr $clk_period * $clk_io_pct] -clock clk0 $non_clock_inputs
set_output_delay [expr $clk_period * $clk_io_pct] -clock clk0 [all_outputs]
==> impl_metrics.env <==
# yosys + openroad results
export IMPL_max_cap_viol_count=0
export IMPL_ys_cells=720
export IMPL_synth_edff_count=0
export IMPL_post_cts_buffers=0
export IMPL_synthCells=720
export IMPL_syn_area_mm2=0.00553
export IMPL_fp_dieH_um=107
export IMPL_post_drt_wl_per_cell_um=17.2
export IMPL_clk_latency_ns=0.37
export IMPL_syn2layout_area_growth_pct=12.6
export IMPL_finalSetupViolCount=0
export IMPL_hold_class="reg2reg"
export IMPL_synthTopLogicFamily="simple AND/OR/NAND/NOR gates"
export IMPL_synth_async_reset_ratio_pct=0
export IMPL_place_ws_ns=3.06
export IMPL_cts_sinks=83
export IMPL_lay_top_count="dfxtp_1"
export IMPL_slew_viol_final=0
export IMPL_r2r_end="addr_q[13]"
export IMPL_min_period_ns=4.01
export IMPL_p_total_mw=0.894
export IMPL_grt_pass1_vias=4726
export IMPL_yosysChipArea_mm2=0.00553
export IMPL_gp_congestion=0.927
export IMPL_critPathMaxStageDelay_ns=0.57
export IMPL_crit_chain="buf_4 -> nor2b_1 -> nand2_1 -> nor4_1 -> clkdlybuf4s50_1"
export IMPL_chipArea_mm2=0.0115
export IMPL_wirelength_um=15000
export IMPL_ys_warnings_count=3
export IMPL_critPathCaptureType="output pin"
export IMPL_synth_adder_area_share_pct=3.12
export IMPL_flop_area_mm2=0.00166
export IMPL_cts_buffers=9
export IMPL_die_x_um=107
export IMPL_status="finished clean"
export IMPL_worstMarginPinSlew_ns=0.842
export IMPL_hpwl_um=10200
export IMPL_cts_resized=0
export IMPL_rr_startpoint="state_q[2]"
export IMPL_finalHoldViolations=0
export IMPL_io_pins=64
export IMPL_initCoreUtil_pct=51.3
export IMPL_vias_per_cell=5.99
export IMPL_final_cell_mix="83 x dfxtp_1, 82 x nor2_1, 61 x clkdlybuf4s50_1, 56 x nand2_1, 47 x a21oi_1"
export IMPL_fmax_ghz=0.249
export IMPL_synth_distinct_cells=82
export IMPL_drive_gt1_share_pct=7.22
export IMPL_min_from="avr109tx_inst.txshift_q[3]"
export IMPL_ys_sh_aoi_pct=23.0
export IMPL_period_used_pct=59.9
export IMPL_synth_largest_area_cell="dfxtp_1"
export IMPL_worstPathRequired_ns=5.36
export IMPL_port_buffers=62
export IMPL_core_region_area_mm2=0.0108
export IMPL_grt_use_total_pct=26.8
export IMPL_rsz0062_at_grt="false"
export IMPL_synth_simple_area_share_pct=28.4
export IMPL_fin_tns_setup_ns=0
export IMPL_synth_flops=83
export IMPL_r2r_cells=6
export IMPL_antenna_found_initial=0
export IMPL_avgSynthCellArea_um2=7.68
export IMPL_drt_initial_drc_count=393
export IMPL_grt_pass1_wl_um=23900
export IMPL_logic_area_mm2=0.00341
export IMPL_worst_ir_drop_vdd_mv=0.123
export IMPL_slowest_stage="clkdlybuf4s50_1"
export IMPL_rrSetupSlack_ns=4.02
export IMPL_postSynthSeqShare_pct=30.0
export IMPL_tritoncts="built"
export IMPL_warning_count=33
export IMPL_yosys_mux_area_fraction_pct=4.39
export IMPL_hold_path_end="avr109tx_inst.txshift_q[3]"
export IMPL_crit_type="reg2out"
export IMPL_hold_depth=1
export IMPL_xor_share_pct=2.37
export IMPL_grt_max_degree=55
export IMPL_topCellsByArea="dfxtp_1 30%, nor2_1 5.6%, a21oi_1 4.3%"
export IMPL_clockBufferDepth=2
export IMPL_setup_ws_ns=2.69
export IMPL_drtPass1Iterations=5
export IMPL_relSlewSlack_pct=43.7
export IMPL_route_detailed_drc=0
export IMPL_htree_num_levels=3
export IMPL_fin_hold_ws_ns=0.467
export IMPL_cts_hold_buf=0
export IMPL_yosysTopAreaCellShare_pct=30.0
export IMPL_grt_overflow=0
export IMPL_crit_path_max_fanout=29
export IMPL_num_rows=38
export IMPL_skew_ns=0.0121
export IMPL_worstPathArrival_ns=2.67
export IMPL_drtAntennaViolNets=0
export IMPL_start_kind="register"
export IMPL_path_clk_slew_ns=0.08
export IMPL_p_per_area_mw_per_mm2=144
export IMPL_p_leak_nw=2.04
export IMPL_root_buffer="clkbuf_8"
export IMPL_ff_type="dfxtp_1"
export IMPL_vias=5235
export IMPL_n_antenna_cell=0
export IMPL_fillers=992
-- metrics by stage --
step           std cells  cell area, um2  util, %
6_report             874            6230     57.7
5_1_grt              874            6230     57.7
4_1_cts              874            6230     57.7
3_5_place_dp         859            6030     55.8
3_3_place_gp         859            6030     55.8
2_1_floorplan        720            5530        -
-- report_power, final --
part / total (mW) / leakage (nW) / switching [mW] / internal (mW)
Clock: 0.370 / 0.0974 / 0.181 / 0.190
Sequential: 0.497 / 0.670 / 0.00229 / 0.495
Combinational: 0.0263 / 1.27 / 0.0123 / 0.0140
-- Yosys cell counts, types with 3 or more instances --
cell      number
o211ai_1       4
a211o_1        9
dfxtp_1       83
buf_4         27
ha_1          13
xor2_1         9
buf_2         13
clkbuf_1      34
nor2_1        82
a31oi_1       11
inv_1         15
o31ai_1        5
a311oi_1       3
a21oi_1       47
mux2_2        10
nor2b_1       15
o21a_1         3
o21ai_0       18
a22oi_1       10
nand3b_1       4
mux2i_1       13
nand4b_1       3
o22ai_1        4
inv_2          3
or3_1          5
or2_1          3
xnor2_1        6
nor3b_1        7
nor4bb_1       5
nand2_1       56
o21ai_1       29
a211oi_1      18
or3b_1         3
nand2b_1      14
and2_1         8
nand3_1       26
and3_1        15
nor4_1        11
nand4_1       12
nor3_1        10
-- worst max-delay path: cells and delay by family (launching register included) --
kind / cells / cell delay, ns
buffers and inverters: 2 / 0.88
DFF: 1 / 0.31
and+or+nand+nor: 3 / 1.12
-- state kept, by name, summed over array words and instances, names as in the netlist, 4 cells and up --
signal	flops
avr109tx_inst.txbaud_q	8
avr109tx_inst.txshift_q	9
tx_data_q	8
addr_q	16
avr109rx_inst.rxcnt_q	4
avr109tx_inst.txcnt_q	4
avr109rx_inst.rxshift_q	8
state_q	5
avr109rx_inst.rxbaud_q	8
cnt_q	8
-- cell type report --
cell class | count | share of cell area, %
inverter | 18 | 1.08
clock buffer | 11 | 2.43
multi-input combinational | 543 | 54.7
clock inverter | 4 | 0.804
sequential | 83 | 26.7
timing repair buffer | 75 | 11.5
tap | 140 | 2.81
-- logic make-up (layout without fill, tap and decap cells) --
logic type	Yosys count	in the layout
XOR/XNOR	15	15
multiplexers	23	23
other	1	1
AND-OR/OR-AND	193	193
flip-flops	83	83
buffers and inverters	94	108
adder cells (fa/ha/maj)	14	14
AND/OR/NAND/NOR	297	297
-- how the worst max path moves through the flow --
stage / startpoint / end / depth (start not counted)
after CTS: state_q[1] / prog_low / 5
after global routing: state_q[1] / prog_low / 5
final: state_q[1] / prog_low / 5
-- layer usage --
metal | vias to the layer above | routed length [um] | global-route usage, %
li1 | 2621 | - | -
met2 | 169 | 7040 | 44.0
met3 | 23 | 865 | 2.73
met5 | - | 0 | 0
met1 | 2422 | 6770 | 39.2
met4 | 0 | 311 | 5.58
Power is estimated from default activity; no workload was simulated.
